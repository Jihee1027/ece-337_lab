File: flow/design.v
`timescale 1ns / 10ps
module full_adder (
    input logic a,
    input logic b,
    input logic carry_in,
    output logic sum,
    output logic carry_out
);
    assign sum = carry_in ^ a ^ b;
    assign carry_out = (carry_in & a) | (carry_in & b) | (a & b) | (carry_in & a & b);
endmodule
`timescale 1ns / 10ps
module adder_32bit_param (
    input logic [31:0] a,
    input logic [31:0] b,
    input logic carry_in,
    output logic [31:0] sum,
    output logic carry_out
);
    adder_nbit #(.N(32)) AN32 (.*);
endmodule
`timescale 1ns / 10ps
module adder_nbit #(
    parameter N = 8
)(
    input logic [N-1:0] a,
    input logic [N-1:0] b,
    input logic carry_in,
    output logic [N-1:0] sum,
    output logic carry_out
);
    logic [N:0] cn;
    assign cn[0] = carry_in;
    assign carry_out = cn[N];
    generate
        genvar i; 
        for (i = 0; i < N; i ++) begin : gen_for_loop
            full_adder FA (.a(a[i]), .b(b[i]), .carry_in(cn[i]), .sum(sum[i]), .carry_out(cn[i+1]));
        end
    endgenerate
endmodule
File: flow/run.sh
#!/bin/bash
# OpenROAD 26Q1-2900-gdf79404cd8, Yosys 0.63+post, stock flow scripts
make -C /OpenROAD-flow-scripts/flow DESIGN_CONFIG=/design/flow/config.mk WORK_HOME=/design/flow/orfs finish
File: flow/config.mk
export PLATFORM = sky130hd
export DESIGN_NAME = adder_32bit_param
export DESIGN_NICKNAME = adder_32bit_param
export VERILOG_FILES = /design/flow/design.v
export SDC_FILE = /design/flow/constraint.sdc
export NUM_CORES = 4
export LEC_CHECK = 1
export CORE_AREA = 10 10 99 99
export DIE_AREA = 0 0 109 109
export SYNTH_HDL_FRONTEND = slang
File: flow/constraint.sdc
current_design adder_32bit_param

set clk_period 14.8
set clk_io_pct 0.2

create_clock -name clk0 -period $clk_period

set non_clock_inputs [all_inputs -no_clocks]
set_input_delay [expr $clk_period * $clk_io_pct] -clock clk0 $non_clock_inputs
set_output_delay [expr $clk_period * $clk_io_pct] -clock clk0 [all_outputs]
==> flow_summary.ini <==
; yosys + openroad results
[global_routing]
antenna_found_initial = 0
overflow = 0
grt_pass1_wl_um = 4333
groute.usage.overall = 0.04573
grt_max_degree = 2
grt_pass1_vias = 821

[cells_and_area]
stdcell_area_um2 = 1833
fillCellCount = 823
layout-drive-gt1-share = 0.3643
area_delta_synth_final_pct = 99.59
clockBufferCount = 0
layout.area.seq_um2 = 0
flop-count = 0

[route]
routed_via_density = 2.996
ant_nets = 0
avgRoutedWirePerCell_um = 12.32
first_pass_iters = 2
antennaDiodeCount = 0
num_vias = 725
drtIter0Drc = 2
drc = 0
postRouteWirelength_um = 2982

[synthesis]
ys_warn_count = 0
synthDistinctLibCells = 3
netlist_area_um2 = 918.4
avgSynthCellArea_um2 = 12.41
yosysChipArea_um2 = 918.4
synth_cells = 74
ys_cells = 74
ys_seq_share = 0

[sta]
worst_pin_slew_ps = 129.0
fin_ws_ps = -2497
rsz0062_at_grt = yes
finalCriticalPeriod_ps = 17300
max_freq_mhz = 57.81
hold_viol = 0
slew-limit-headroom = 0.9137
finalMaxSlewViolations = 0
finalClockPeriodUsage = 1.169
setup_viol = 9
holdWs_ps = 6664

[critical_path]
cp.arrival_ps = 14340
cp_max_fo = 1
criticalPathCategory = in2out
critPathSlowestCell = fa_2
start_kind = input port
required_ps = 11840
end_kind = output pin
critPathMostFrequentCell = fa_2
max_stage_delay_ps = 420

[pwr]
powerDensity_nw_per_um2 = 38.18
p_leak_nw = 0.6496
irDropWorstVdd_mv = 0.01361

[die]
die_h_um = 109
placementRows = 32
io_pins = 98
die-area_um2 = 11880
initial_core_util = 0.1188
die_w_um = 109
core_area_um2 = 7727

[outcome]
violations = setup timing
status = finished with violations

[placement]
placed_cell_area_um2 = 1882
io_buffer_count = 98
dp_hpwl_um = 2964
gp_congestion = 0.8591
place_ws_ps = -3421

[worst_hold_path]
hold_path.class = in2out

[clocking]
cts_setup_buffers = 0
cts_hold_buf = 0
cts-resized-gates = 48

[run]
max_cap_viol_count = 0
warning_count = 35
where the power goes:
part	switching, mW	internal [mW]
combinational	0.0199	0.0501
sequential	0	0
clock	0	0
total	0.0199	0.0501
layer usage:
metal	routed length (um)	part of all wire	track usage
met1	1154	0.39	0.05871
met2	927	0.31	0.05441
met3	900	0.30	0.04839
met4	0	0	0
met5	0	0	0
cells in the mapped netlist:
cell type | count | area share
inv_1 | 10 | 0.041
buf_4 | 32 | 0.26
fa_1 | 32 | 0.70
cells in the final DEF (no fill, tap or decap):
cell             synthesis  final
inv_6                    0      1
inv_2                    0      4
clkbuf_2                 0      1
buf_2                    0     10
buf_8                    0      1
buf_6                    0      1
fa_2                     0     32
dlygate4sd2_1            0      2
clkdlybuf4s50_1          0     83
inv_1                   10      4
inv_12                   0      1
kinds of logic (layout without fill, tap and decap cells):
kind of cell,Yosys count,in the layout,share of synthesized area
adder cells (fa/ha/maj),32,32,0.6975
buffers and inverters,42,108,0.3025
metrics by stage:
| stage | total power [mW] | cells | util | TNS [ps] |
|---|---|---|---|---|
| after floorplan | 0.03825 | 74 | - | -9774 |
| after global placement | 0.07724 | 242 | 0.2435 | -21650 |
| after detailed placement | 0.07811 | 242 | 0.2435 | -21840 |
| after CTS | 0.07265 | 242 | 0.2377 | -13170 |
| after global routing | 0.08078 | 242 | 0.2372 | -15120 |
| final | 0.06998 | 242 | 0.2372 | -12530 |
worst max-delay path: cells and delay by family:
family | cells | cell delay (ps)
buf+inv | 6 | 380
fa+ha+maj | 32 | 10980
path summary, 6_finish.rpt:
| kind | start | endpoint | slack, ps | cells after the start |
|---|---|---|---|---|
| max | a[0] | sum[31] | -2500 | 38 |
| min | b[0] | sum[0] | 6660 | 5 |
area by class of cell:
class	count	area, um2	share of cell area
timing repair buffer	98	929.6	0.5072
multi-input combinational	32	720.7	0.3932
tap	102	127.6	0.06962
inverter	10	55.05	0.03003
Power is estimated from default activity; no workload was simulated.
