==> design/flow/design.v <==
`timescale 1ns / 10ps
module pwm #(
    parameter SIZE = 8
) (
    input logic clk, n_rst,
    input logic en,
    input logic inv_a,
    input logic inv_b,
    input logic [SIZE-1:0] top,
    input logic [SIZE-1:0] cc_a,
    input logic [SIZE-1:0] cc_b,
    output logic pwm_a,
    output logic pwm_b
);
    logic pwm_a_next;
    logic pwm_b_next;
    logic [SIZE-1:0] unused_a;
    logic [SIZE-1:0] unused_b;
    logic [SIZE-1:0] top_;
    logic stop_a;
    logic stop_b;
    logic clear;
    logic stop_top;
    assign clear = !en;
    flex_counter #(.SIZE(SIZE)) count_cc_a (
        .clk(clk),
        .n_rst(n_rst),
        .clear(clear),
        .count_enable(en),
        .rollover_val(cc_a),
        .count_out(unused_a),
        .rollover_flag(stop_a)
    );
    flex_counter #(.SIZE(SIZE)) count_cc_b (
        .clk(clk),
        .n_rst(n_rst),
        .clear(clear),
        .count_enable(en),
        .rollover_val(cc_b),
        .count_out(unused_b),
        .rollover_flag(stop_b)
    );
    flex_counter #(.SIZE(SIZE)) count_top (
        .clk(clk),
        .n_rst(n_rst),
        .clear(clear),
        .count_enable(en),
        .rollover_val(top),
        .count_out(top_),
        .rollover_flag(stop_top)
    );
    always_ff @(posedge clk or negedge n_rst) begin
        if (!n_rst) begin
            pwm_a <= 1'b0;
            pwm_b <= 1'b0;
        end else begin
            pwm_a <= pwm_a_next;
            pwm_b <= pwm_b_next;
        end
    end
    always_comb begin
        pwm_a_next = 1'b0;
        pwm_b_next = 1'b0;
        if (en) begin
            if (!inv_a | !inv_b) begin
                if (!stop_a | !stop_b) begin
                    pwm_a_next = 1'b1;
                    pwm_b_next = 1'b1;
                end else begin
                    pwm_a_next = 1'b0;
                    pwm_b_next = 1'b0;
                end
            end
        end
    end
endmodule
`timescale 1ns / 10ps
module flex_counter #(
    parameter SIZE = 8
) (
    input logic clk,
    input logic n_rst,
    input logic clear,
    input logic count_enable,
    input logic [SIZE-1:0] rollover_val,
    output logic [SIZE-1:0] count_out,
    output logic rollover_flag
);
    logic [SIZE-1:0] count_next;
    logic rollover_next;
    always_comb begin
        if (clear) begin
            count_next = '0;
        end else if (count_enable) begin
            if (count_out >= rollover_val) begin
                count_next = '0; count_next[0] = 1'b1;
            end else begin
                count_next = count_out + 1;
            end
        end else begin
            count_next = count_out;
        end
    end
    always_comb begin
        rollover_next = 1'b0;
        if (!clear) begin
            rollover_next = (count_next >= rollover_val);
        end
    end
    always_ff @(posedge clk or negedge n_rst) begin
        if (!n_rst) begin
            count_out <= '0;
            rollover_flag <= 1'b0;
        end else begin
            count_out <= count_next;
            rollover_flag <= rollover_next;
        end
    end
endmodule
==> design/flow/run.sh <==
#!/bin/bash
# OpenROAD 26Q1-2900-gdf79404cd8, Yosys 0.63+post, stock flow scripts
make -C /OpenROAD-flow-scripts/flow DESIGN_CONFIG=/design/flow/config.mk WORK_HOME=/design/flow/orfs finish
==> design/flow/config.mk <==
export PLATFORM = sky130hd
export DESIGN_NAME = pwm
export DESIGN_NICKNAME = pwm
export VERILOG_FILES = /design/flow/design.v
export SDC_FILE = /design/flow/constraint.sdc
export NUM_CORES = 4
export LEC_CHECK = 1
export CORE_UTILIZATION = 30
export SYNTH_HDL_FRONTEND = slang
==> design/flow/constraint.sdc <==
current_design pwm

set clk_period 3.6
set clk_io_pct 0.2

create_clock -name clk0 -period $clk_period [get_ports {clk}]

set non_clock_inputs [all_inputs -no_clocks]
set_input_delay [expr $clk_period * $clk_io_pct] -clock clk0 $non_clock_inputs
set_output_delay [expr $clk_period * $clk_io_pct] -clock clk0 [all_outputs]
==> results.toml <==
# generated from flow reports
[routing]
antenna-diode-count = 0
post_drt_via_cell_ratio = 4.494
drc = 0
vias = 1191
ant_nets = 0
wire_per_inst_um = 10.91
wl_um = 2892
dr.pass1.iters = 4
drtIter0Drc = 50

[global_routing]
grt_start_max_net_pins = 20
grt_antenna_before_repair = 0
overflow = 0
grtUsageTotal = 0.1212
first_global_vias = 1135
grt_first_pass_wirelength_um = 5092

[floorplan]
die_y_um = 73.57
core_region_area_um2 = 4817
dieArea_um2 = 5412
rows = 25
ios = 31
fp_util = 0.3190
dieWidth_um = 73.57

[final_timing]
tightest_slew_ps = 381.3
final-hold-violation-count = 0
grt_setup_unrepaired = "no"
timing.fmax_mhz = 297.2
fin_ws_ps = 235.7
min_period_ps = 3364
fin_tns_setup_ps = 0
slew_violations = 0
finClkSkew_ps = 2.161
setup_violations = 0
min_period_over_period = 0.9345
timing.slew.headroom = 0.7392

[power]
irDropWorstVdd_mv = 0.1141
seqPwrFrac = 0.470
powerDensity_nw_per_um2 = 246.0
switching_share = 0.2687
netSwitchingPower_uw = 131.3
p_clk_frac = 0.313
p_leak_uw = 0.001050
p_int_uw = 357.5
p_comb_frac = 0.217

[placed_design]
io_buffers = 22
place_ws_ps = -28.85
post_dp_cell_area_um2 = 1938
place.gp.congestion = 0.7777
place_hpwl_um = 2385

[run]
cap_violations = 0
warnings = 33

[synthesis]
top_area_frac = 0.3094
ys_seq_frac = 0.3094
syn_area_um2 = 1536
ys.flops = 19
synthCells = 159
yosysUniqueCellTypes = 26
yosysTopAreaCell = "dfrtp_1"
topCellsByArea = "dfrtp_1 31%, ha_1 28%, xor2_1 5.7%, inv_1 4.9%, nand3_1 4.6%"
ys_sh_simple = 0.1336
yosys-stat-cells = 159
aoi_share = 0.1555
synthMuxAreaShare = 0
synthAdderAreaFrac = 0.2769
synth_chip_area_um2 = 1536
synthTopLogicFamily = "adder cells"
yosysWarnings = 0
synthesis.area_per_instance_um2 = 9.663
xor_share = 0.06840

[worst_hold_path]
worstHoldStart = "count_cc_a.rollover_flag$_DFF_PN0_"
hold_path.class = "flip-flop to flip-flop"
hold_depth = 1
holdPathEnd = "pwm_b$_DFF_PN0_"

[setup_path]
crit_chain = "clkdlybuf4s50_1 -> inv_1 -> ha_1 -> a21o_1 -> a31oi_1 -> o221ai_2 -> nor3_1 -> ha_1 -> a21o_1 -> a21oi_1 -> o211a_1 -> a211oi_1"
crit_buf_inv = 2
rr_worst_depth = 11
criticalPathCategory = "input port to flip-flop"
start_kind = "input port"
crit_required_ps = 3750
crit_path_top_delay_cell = "clkdlybuf4s50_1"
r2r_end = "count_cc_b.rollover_flag$_DFF_PN0_"
crit_start = "cc_b[2]"
cp_top_family = "AND-OR/OR-AND gates"
reg2reg_from = "count_cc_b.count_out[0]$_DFF_PN0_"
reg2reg_slack_ps = 740
end_kind = "flip-flop"
arrival_ps = 3510
slowest_delay_ps = 450
cp_max_fo = 7

[layout]
final_layout_top_logic_cells = "34 x ha_1, 22 x clkdlybuf4s50_1, 20 x inv_1"
n_fill_cell = 494
layout_top_cell = "ha_1"
drive_gt1_frac = 0.1061
area_growth_pct = 29.32
stdcell_area_um2 = 1987

[clock_network]
numCtsBuffers = 3
cts_setup_buffers = 0
cts_max_level = 1
cts.sinks = 19
cts_hold_buf = 0
clockBufferDepth = 2
cts_tree = "yes"
clk_pin_slew_worst_paths_ps = 80
clkLatencyLatePin_ps = 260
root_buffer = "clkbuf_8"
post_cts_resized = 0

[status]
status = "finished, final reports clean"
final cells by class:
type | count | area [um2] | share of cell area
clock buffer | 3 | 41.29 | 0.02078
clock inverter | 1 | 7.507 | 0.003778
inverter | 21 | 78.83 | 0.03967
multi-input combinational | 118 | 974.7 | 0.4906
sequential | 19 | 475.5 | 0.2393
tap | 67 | 83.83 | 0.04219
timing repair buffer | 36 | 325.3 | 0.1637
registers in the layout, indices dropped and copies added (netlist names):
name / cells
count_cc_a.count_out: 8
count_cc_b.count_out: 8
count_cc_a.rollover_flag: 1
count_cc_b.rollover_flag: 1
pwm_b: 1
layer usage:
layer	vias to the layer above	global-route usage	wire length [um]
li1	646	-	-
met4	0	0.01496	31
met5	-	0	0
met2	14	0.1794	1197
met3	2	0.01526	92
met1	529	0.1959	1571
stage by stage:
| stage | std cells | hold slack, ps | utilization | power (uW) |
|---|---|---|---|---|
| finish | 265 | 431.3 | 0.4125 | 488.8 |
| detailed placement | 261 | 421.3 | 0.4023 | 340.9 |
| CTS | 265 | 432.5 | 0.4125 | 499.3 |
| global placement | 261 | 419.5 | 0.4023 | 340.6 |
| global route | 265 | 439.7 | 0.4125 | 525.5 |
| floorplan | 159 | 412.0 | - | 286.8 |
worst max-delay path by stage:
| stage | endpoint | slack [ps] | depth (start not counted) |
|---|---|---|---|
| 4_1_cts | count_cc_b.rollover_flag$_DFF_PN0_ | 240 | 12 |
| 5_1_grt | count_cc_b.rollover_flag$_DFF_PN0_ | 70 | 12 |
| 6_report | count_cc_b.rollover_flag$_DFF_PN0_ | 240 | 12 |
synth_stat cells (all sizes together):
cell type and n:
ha 34, nor2 8, a31oi 2, a21oi 4, dfrtp 19, xor2 10
and3 5, a2111oi 2, a21o 7, nor3 7, clkinv 1, o211a 2
a211oi 2, nand2 2, inv 20, o211ai 1, nand3 14, o21ai 4
xnor2 2, nand2b 4, a221oi 2, o21a 4, o221ai 1, or2 1
buf 1
cell families (layout without fill, tap and decap cells):
logic type               count (synthesis)  after routing
buffers and inverters                   22             61
adder cells (fa/ha/maj)                 34             34
AND-OR/OR-AND                           31             31
AND/OR/NAND/NOR                         41             41
flip-flops                              19             19
XOR/XNOR                                12             12
power by group through the flow:
| stage | clock (uW) | sequential, uW | combinational (uW) |
|---|---|---|---|
| 4_1_cts | 162 | 229 | 108 |
| 5_1_grt | 172 | 231 | 122 |
| 6_report | 153 | 230 | 106 |
No activity file was given, so power comes from the tool's default toggle rates.
