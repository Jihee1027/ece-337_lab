--- /design/flow/run.sh ---
#!/bin/bash
# OpenROAD 26Q1-2900-gdf79404cd8, Yosys 0.63+post, stock flow scripts
make -C /OpenROAD-flow-scripts/flow DESIGN_CONFIG=/design/flow/config.mk WORK_HOME=/design/flow/orfs finish
--- /design/flow/config.mk ---
export PLATFORM = sky130hd
export DESIGN_NAME = adder_comparison
export DESIGN_NICKNAME = adder_comparison
export VERILOG_FILES = /design/flow/design.v
export SDC_FILE = /design/flow/constraint.sdc
export NUM_CORES = 4
export LEC_CHECK = 1
export CORE_AREA = 10 10 312 312
export DIE_AREA = 0 0 322 322
export SYNTH_HDL_FRONTEND = slang
--- /design/flow/constraint.sdc ---
current_design adder_comparison

set clk_period 65.3
set clk_io_pct 0.2

create_clock -name clk0 -period $clk_period [get_ports {clk}]

set non_clock_inputs [all_inputs -no_clocks]
set_input_delay [expr $clk_period * $clk_io_pct] -clock clk0 $non_clock_inputs
set_output_delay [expr $clk_period * $clk_io_pct] -clock clk0 [all_outputs]
--- /design/flow/design.v ---
`timescale 1ns / 10ps
module full_adder (
    input logic a,
    input logic b,
    input logic carry_in,
    output logic sum,
    output logic carry_out
);
    assign sum = carry_in ^ a ^ b;
    assign carry_out = (carry_in & a) | (carry_in & b) | (a & b) | (carry_in & a & b);
endmodule
`timescale 1ns / 10ps
module adder_nbit #(
    parameter N = 8
)(
    input logic [N-1:0] a,
    input logic [N-1:0] b,
    input logic carry_in,
    output logic [N-1:0] sum,
    output logic carry_out
);
    logic [N:0] cn;
    assign cn[0] = carry_in;
    assign carry_out = cn[N];
    generate
        genvar i; 
        for (i = 0; i < N; i ++) begin : gen_for_loop
            full_adder FA (.a(a[i]), .b(b[i]), .carry_in(cn[i]), .sum(sum[i]), .carry_out(cn[i+1]));
        end
    endgenerate
endmodule
`timescale 1ns / 10ps
module adder_128bit (
    input logic [127:0] a,
    input logic [127:0] b,
    output logic [128:0] s
);
    logic carry_out;
    adder_nbit #(
        .N(128)
    ) u_adder_128 (
        .a         (a),
        .b         (b),
        .carry_in  (1'b0),
        .sum       (s[127:0]),
        .carry_out (carry_out)
    );
     assign s[128] = carry_out;
endmodule
module adder_comparison (
  input logic clk, n_rst,
  input logic [1:0][127:0] a, b,
  output logic [1:0][128:0] s
);
  adder_128bit comb_add (.a(a[0]), .b(b[0]), .s(s[0]));
  pipelined_adder pipe_add (.clk(clk), .n_rst(n_rst), .a(a[1]), .b(b[1]), .s(s[1]));
endmodule
`timescale 1ns / 10ps
module pipelined_adder (
  input logic clk,
  input logic n_rst,
  input logic [127:0] a,
  input logic [127:0] b,
  output logic [128:0] s
);
  logic [31:0] s1, s2, s3, s4;
  logic c0, c1, c2, c3, c4;
  logic [31:0] s1_p1, s1_p2, s1_p3, s2_p2, s2_p3, s3_p3;
  logic c1_p, c2_p, c3_p;
  logic [128:0] s_comb;
  assign c0 = 1'b0;
  adder_nbit #(.N(32)) stage1 (.a(a[31:0]), .b(b[31:0]), .carry_in(c0), .sum(s1), .carry_out(c1));
  adder_nbit #(.N(32)) stage2 (.a(a[63:32]), .b(b[63:32]), .carry_in(c1_p), .sum(s2), .carry_out(c2));
  adder_nbit #(.N(32)) stage3 (.a(a[95:64]), .b(b[95:64]), .carry_in(c2_p), .sum(s3), .carry_out(c3));
  adder_nbit #(.N(32)) stage4 (.a(a[127:96]), .b(b[127:96]), .carry_in(c3_p), .sum(s4), .carry_out(c4));
  always_ff @(posedge clk or negedge n_rst) begin
    if (!n_rst) begin
        s1_p1 <= '0; s1_p2 <= '0; s1_p3 <= '0; c1_p <= '0;
        s2_p2 <= '0; s2_p3 <= '0; c2_p <= '0;
        s3_p3 <= '0; c3_p <= '0;
    end else begin
        s1_p1 <= s1;
        c1_p <= c1;
        s2_p2 <= s2;
        c2_p <= c2;
        s3_p3 <= s3;
        c3_p <= c3;
        s1_p3 <= s1_p1;
        s2_p3 <= s2_p2;
    end
  end
  always_comb begin
    s_comb = {c4, s4, s3_p3, s2_p3, s1_p3};
  end
  always_ff @(posedge clk or negedge n_rst) begin
    if (!n_rst) begin
        s <= '0;
    end else begin
        s <= s_comb;
    end
  end
endmodule
==> results.tsv <==
metric	value	unit
routed vias/inst	3.18	
Worst Path Required	52240	ps
synth cell count leaders	dfrtp_1, fa_1, buf_4	
ys cells	722	
skew final	20.9	ps
Worst Path Buf+Inv	4	
final hold vios	0	
GRT Total Usage	12.9	%
Final period util	109	%
Root Buffer	clkbuf_16	
average size of a mapped cell	18.8	um^2
DRC	0	
WP depth	132	
pwr dens	26.1	nW/um^2
vias in the first global route	10500	
post-synthesis register bit count	292	
CP arrival	58340	ps
CTS Buf Count	34	
static leakage	9.06	nW
Post-DP HPWL	58.0	mm
Fmax	14.0	MHz
largest net degree at the start of global routing	115	
Congestion Overflow GR	0	
Latency at later pin	550	ps
Slew Viols, Final	0	
CP max stage cell	clkdlybuf4s50_1	
Die ar.	104000	um^2
I/O pins	772	
setup ws final	-6100	ps
final setup fails	18	
share of cells above drive strength 1	14.8	%
Worst Tran Pin Value	681	ps
Area after DPL	22100	um^2
Commonest flop	dfrtp_1	
Sequential Area	7310	um^2
FFs w/ async S/R, synth	100	%
area leader, netlist	dfrtp_1	
Post-synth EDFFs	0	
Vias	8303	
Core ar.	90300	um^2
Synth cell types	5	
initial antenna violation count	15	
DRT iter0 DRCs	306	
Core Rows	110	
drt total wl	66.2	mm
Syn Inst Count	722	
Final ANT Viol Nets	0	
normalized max-slew margin	54.6	%
worst-path fanout max	1	
Max-Cap Viols	0	
status	complete, but fails checks	
Clock transition at path regs	60	ps
gpl congestion	0.960	
delay of the slowest critical-path stage	460	ps
Synthesis Warnings	0	
DRT Pass-1 Iters	4	
Final Instance Area	23300	um^2
maximum vdd drop	0.0137	mV
R2R cell count	36	
Hold WC Path Type	register to register	
first-pass GRT wire length	89.4	mm
fin crit period	71400	ps
Chip Height	322	um
Layout area overhead	72.2	%
number of clock sinks	292	
Pwr Total	0.000609	W
top area contributor share	53.9	%
failing checks	negative setup slack	
PortBufs	771	
H-tree depth	2	
critical path's most frequent cell	fa_2	
largest buffer count on any clock path	3	
CTS tree	yes	
Top delay family on crit path	adder cells	
Yosys chip area	13600	um^2
RSZ-0062 raised after global routing	yes	
CP Capture Type	output pin	
die width	322	um
Synth area leaders	dfrtp_1, fa_1, buf_4	
hold_ws	337	ps
Synth Seq Share	53.9	%
critical path type	primary input to output pin	
most common cell in the synthesized netlist	dfrtp_1	
Initial Util	15.0	%
fill count	9157	
Setup WS pre-CTS	-6700	ps
Hold Path Depth	0	
critical path launch point type	primary input	
tool warning count	31	
Comb area	5440	um^2
routed len/inst	25.4	um
Syn Std Cell Area	13600	um^2
## through the flow
stage / cells / util, % / TNS, ps
2_1_floorplan: 722 / - / -33880
3_3_place_gp: 2543 / 24.5 / -69010
3_5_place_dp: 2543 / 24.5 / -72860
4_1_cts: 2605 / 25.8 / -57690
5_1_grt: 2607 / 25.8 / -69180
6_report: 2609 / 25.8 / -55200
## flip-flops by register name (all words and copies together) (netlist names)
register,cells
pipe_add.s3_p3,32
pipe_add.c3_p,1
pipe_add.s,129
pipe_add.c1_p,1
pipe_add.s2_p2,32
pipe_add.c2_p,1
pipe_add.s1_p1,32
pipe_add.s1_p3,32
pipe_add.s2_p3,32
## final cells by class
type | count | share of cell area (%)
Timing Repair Buffer | 774 | 33.0
Sequential cell | 292 | 31.3
Multi-Input combinational cell | 256 | 23.3
Tap cell | 1176 | 6.30
Clock buffer | 40 | 3.87
Clock inverter | 22 | 1.46
Inverter | 45 | 0.724
Antenna cell | 4 | 0.0429
## cell families (layout without fill, tap and decap cells)
kind of cell	Yosys count	count (layout)	share of synthesized area (%)
DFF	292	292	53.9
adders and majority gates	256	256	37.7
buffers and inverters	174	881	8.39
other	0	4	0
## what timing repair did
| action | CTS | global route |
|---|---|---|
| gates resized | 74 | 11 |
| hold buffers | 0 | 0 |
| setup endpoints to repair | 20 | 21 |
| pin swaps | 2 | 2 |
| buffers inserted | 0 | 0 |
## power breakdown
| group | switching (W) | total, W | internal, W | leakage (nW) |
|---|---|---|---|---|
| Clock | 0.0000823 | 0.000208 | 0.000125 | 0.584 |
| Combinational | 0.0000673 | 0.000173 | 0.000106 | 5.08 |
| Sequential | 0.0000121 | 0.000229 | 0.000217 | 3.40 |
| Total | 0.000162 | 0.000609 | 0.000448 | 9.06 |
## layout by cell type, fill, tap and decap left out, types with 4 or more instances in the layout
master,Yosys,routed
clkinvlp_4,0,6
diode_2,0,4
fa_1,254,128
clkbuf_16,0,34
dfrtp_1,292,292
clkdlybuf4s50_1,0,746
buf_2,0,13
fa_2,0,126
bufinv_16,0,6
buf_6,0,5
inv_1,45,44
## path summary, 6_finish.rpt
check                                  startpoint            endpoint  slack, ps
worst max-delay path                         a[0]              s[127]      -6100
min in group asynchronous                   n_rst      pipe_add.s[68]      12540
worst min register to register  pipe_add.s2_p3[1]      pipe_add.s[33]        340
worst min-delay path            pipe_add.s2_p3[1]      pipe_add.s[33]        340
max in group asynchronous                   n_rst  pipe_add.s2_p2[22]      50980
worst max register to register      pipe_add.c2_p  pipe_add.s3_p3[31]      51670
## worst register-to-register path, delay by kind of cell (launching register included)
kind	cells	cell delay (ps)
adders and majority gates	32	12930
DFF	1	370
buffers and inverters	4	300
## metal layers
| layer | part of all wire, % | vias up | global-route usage [%] |
|---|---|---|---|
| li1 | - | 3397 | - |
| met1 | 32 | 4247 | 13.6 |
| met2 | 51 | 555 | 21.9 |
| met3 | 14 | 84 | 7.78 |
| met4 | 2.7 | 20 | 3.04 |
| met5 | 0.16 | - | 0 |
Power figures rest on the tool's default switching activity, not on a simulated workload.
